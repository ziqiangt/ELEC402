### flow/config.mk
export PLATFORM = sky130hd
export DESIGN_NAME = claw_machine
export DESIGN_NICKNAME = claw_machine
export VERILOG_FILES = /design/flow/design.v
export SDC_FILE = /design/flow/constraint.sdc
export NUM_CORES = 4
export LEC_CHECK = 1
export CORE_UTILIZATION = 40
### flow/design.v
module claw_machine(rstn, clk, enable, one, two, catch, refund, strength, balance, strength_LED, balance_units_LED, balance_tens_LED, max_count);
input  logic		rstn;
input  logic		enable;
input  logic		clk;
input  logic		one;
input  logic		two;
input  logic		catch;
input  logic		refund;		
output logic 	[3:0]	strength;		 
output logic 	[3:0]	balance;		 
output logic 	[6:0]	strength_LED;		 
output logic 	[6:0]	balance_units_LED;	 
output logic 	[6:0]	balance_tens_LED;	 
output logic 	[31:0]	max_count;		 
typedef enum{IDEL, S1, S2, S3, S4, S5, S6, S7, S8, S9, S10, S11} fsmstate_e;	 
fsmstate_e cstate;	 
fsmstate_e nstate;	 
wire 			C1;
wire 			C2;
wire 			C3;
wire 			C4;
wire 			C5;
logic [31:0]	inter_counter;	
assign C1 = (one && !two); 				 
assign C2 = (!one && two);				 
assign C3 = (one && two);				 
assign C4 = (catch && !refund && !one && !two);		 
assign C5 = (!catch && refund && !one && !two);		 
always_ff @(posedge clk or negedge rstn)
begin
	if(~rstn)
	begin
		cstate 	 <= IDEL;
		inter_counter <= 32'h00000000;
	end
	else if(enable)
	begin
		cstate 	 <= nstate;
		if(C1 || C2 || C3 || C4 || C5) 
		begin
			inter_counter <= inter_counter + 1;
		end
	end
end
always_comb
begin
	case(cstate)
		IDEL:begin
			if(C1) 		begin	nstate = S1;	end
			else if(C2)	begin	nstate = S2;	end 
			else if(C3)	begin	nstate = S3;	end
			else		begin	nstate = IDEL;	end
		end
		S1:begin
			if(C1)		begin	nstate = S2;	end
			else if(C2)	begin	nstate = S3;	end 
			else if(C3)	begin	nstate = S4;	end
			else if(C4)	begin	nstate = IDEL;	end
			else if(C5)	begin	nstate = IDEL;	end
			else		begin	nstate = S1;	end
		end
		S2:begin
			if(C1)		begin	nstate = S3;	end
			else if(C2)	begin	nstate = S4;	end 
			else if(C3)	begin	nstate = S5;	end
			else if(C4)	begin	nstate = IDEL;	end
			else if(C5)	begin	nstate = IDEL;	end
			else		begin	nstate = S2;	end
		end
		S3:begin
			if(C1)		begin	nstate = S4;	end
			else if(C2)	begin	nstate = S5;	end 
			else if(C3)	begin	nstate = S6;	end
			else if(C4)	begin	nstate = IDEL;	end
			else if(C5)	begin	nstate = IDEL;	end
			else		begin	nstate = S3;	end
		end
		S4:begin
			if(C1)		begin	nstate = S5;	end
			else if(C2)	begin	nstate = S6;	end 
			else if(C3)	begin	nstate = S7;	end
			else if(C4)	begin	nstate = IDEL;	end
			else if(C5)	begin	nstate = IDEL;	end
			else		begin	nstate = S4;	end
		end
		S5:begin
			if(C1)		begin	nstate = S6;	end
			else if(C2)	begin	nstate = S7;	end 
			else if(C3)	begin	nstate = S8;	end
			else if(C4)	begin	nstate = IDEL;	end
			else if(C5)	begin	nstate = IDEL;	end
			else		begin	nstate = S5;	end
		end
		S6:begin
			if(C1)		begin	nstate = S7;	end
			else if(C2)	begin	nstate = S8;	end 
			else if(C3)	begin	nstate = S9;	end
			else if(C4)	begin	nstate = IDEL;	end
			else if(C5)	begin	nstate = IDEL;	end
			else		begin	nstate = S6;	end
		end
		S7:begin
			if(C1)		begin	nstate = S8;	end
			else if(C2)	begin	nstate = S9;	end 
			else if(C3)	begin	nstate = S10;	end
			else if(C4)	begin	nstate = IDEL;	end
			else if(C5)	begin	nstate = IDEL;	end
			else		begin	nstate = S7;	end
		end
		S8:begin
			if(C1)		begin	nstate = S9;	end
			else if(C2)	begin	nstate = S10;	end 
			else if(C3)	begin	nstate = S11;	end
			else if(C4)	begin	nstate = IDEL;	end
			else if(C5)	begin	nstate = IDEL;	end
			else		begin	nstate = S8;	end
		end
		S9:begin
			if(C1)		begin	nstate = IDEL;	end
			else if(C2)	begin	nstate = IDEL;	end 
			else if(C3)	begin	nstate = IDEL;	end
			else if(C4)	begin	nstate = IDEL;	end
			else if(C5)	begin	nstate = IDEL;	end
			else		begin	nstate = S9;	end
		end
		S10:begin
			if(C1)		begin	nstate = IDEL;	end
			else if(C2)	begin	nstate = IDEL;	end 
			else if(C3)	begin	nstate = IDEL;	end
			else if(C4)	begin	nstate = IDEL;	end
			else if(C5)	begin	nstate = IDEL;	end
			else		begin	nstate = S10;	end
		end
		S11:begin
			if(C1)		begin	nstate = IDEL;	end
			else if(C2)	begin	nstate = IDEL;	end 
			else if(C3)	begin	nstate = IDEL;	end
			else if(C4)	begin	nstate = IDEL;	end
			else if(C5)	begin	nstate = IDEL;	end
			else		begin	nstate = S11;	end
		end
		default:begin
				nstate = IDEL;
		end
	endcase
end
always_comb
begin
	case(cstate)
		IDEL:begin
				strength_LED =       7'b1111110;	 
				balance_tens_LED  =  7'b1111110;	 
				balance_units_LED =  7'b1111110;	 
				strength = 4'b0000;
				balance = 4'b0000;
		end
		S1:begin
				strength_LED =       7'b0110000;	 
				balance_tens_LED  =  7'b1111110;	 
				balance_units_LED =  7'b0110000;	 
			if(C4)
			begin
				strength = 4'b0001;	 
				balance = 4'b0000;
			end
			else if(C5)
			begin
				strength = 4'b0000;	
				balance = 4'b0001;	 
			end
			else
			begin
				strength = 4'b0000;
				balance = 4'b0000;
			end
		end
		S2:begin
				strength_LED =       7'b1101101;	 
				balance_tens_LED  =  7'b1111110;	 
				balance_units_LED =  7'b1101101;	 
			if(C4)
			begin
				strength = 4'b0010;	 
				balance = 4'b0000;
			end
			else if(C5)
			begin
				strength = 4'b0000;	
				balance = 4'b0010;	 
			end
			else
			begin
				strength = 4'b0000;
				balance = 4'b0000;
			end
		end
		S3:begin
				strength_LED =       7'b1111001;	 
				balance_tens_LED  =  7'b1111110;	 
				balance_units_LED =  7'b1111001;	 
			if(C4)
			begin
				strength = 4'b0011;	 
				balance = 4'b0000;
			end
			else if(C5)
			begin
				strength = 4'b0000;	
				balance = 4'b0011;	 
			end
			else
			begin
				strength = 4'b0000;
				balance = 4'b0000;
			end
		end
		S4:begin
				strength_LED =  7'b0110011;		 
				balance_tens_LED  =  7'b1111110;	 
				balance_units_LED =  7'b0110011;	 
			if(C4)
			begin
				strength = 4'b0100;	 
				balance = 4'b0000;
			end
			else if(C5)
			begin
				strength = 4'b0000;	
				balance = 4'b0100;	 
			end
			else
			begin
				strength = 4'b0000;
				balance = 4'b0000;
			end
		end
		S5:begin
				strength_LED = 	     7'b1011011;	 
				balance_tens_LED  =  7'b1111110;	 
				balance_units_LED =  7'b1011011;	 
			if(C4)
			begin
				strength = 4'b0101;	 
				balance = 4'b0000;
			end
			else if(C5)
			begin
				strength = 4'b0000;	
				balance = 4'b0101;	 
			end
			else
			begin
				strength = 4'b0000;
				balance = 4'b0000;
			end
		end
		S6:begin
				strength_LED =       7'b1011111;	 
				balance_tens_LED  =  7'b1111110;	 
				balance_units_LED =  7'b1011111;	 
			if(C4)
			begin
				strength = 4'b0110;	 
				balance = 4'b0000;
			end
			else if(C5)
			begin
				strength = 4'b0000;	
				balance = 4'b0110;	 
			end
			else
			begin
				strength = 4'b0000;
				balance = 4'b0000;
			end
		end
		S7:begin
				strength_LED =       7'b1110000;	 
				balance_tens_LED  =  7'b1111110;	 
				balance_units_LED =  7'b1110000;	 
			if(C4)
			begin
				strength = 4'b0111;	 
				balance = 4'b0000;
			end
			else if(C5)
			begin
				strength = 4'b0000;	
				balance = 4'b0111;	 
			end
			else
			begin
				strength = 4'b0000;
				balance = 4'b0000;
			end
		end
		S8:begin
				strength_LED =       7'b1111111;	 
				balance_tens_LED  =  7'b1111110;	 
				balance_units_LED =  7'b1111111;	 
			if(C4)
			begin
				strength = 4'b1000;	 
				balance = 4'b0000;
			end
			else if(C5)
			begin
				strength = 4'b0000;	
				balance = 4'b1000;	 
			end
			else
			begin
				strength = 4'b0000;
				balance = 4'b0000;
			end
		end
		S9:begin
				strength_LED =       7'b1111011;	 
				balance_tens_LED  =  7'b1111110;	 
				balance_units_LED =  7'b1111011;	 
			if(C1)
			begin
				strength = 4'b0000;
				balance = 4'b1010;	 
			end
			else if(C2)
			begin
				strength = 4'b0000;
				balance = 4'b1011;	 
			end 
			else if(C3)
			begin
				strength = 4'b0000;
				balance = 4'b1100;	 
			end
			else if(C4)
			begin
				strength = 4'b1001;	 
				balance = 4'b0000;
			end
			else if(C5)
			begin
				strength = 4'b0000;	
				balance = 4'b1001;	 
			end
			else
			begin
				strength = 4'b0000;
				balance = 4'b0000;
			end
		end
		S10:begin	
				strength_LED =       7'b1111011;	 
				balance_tens_LED  =  7'b0110000;	 
				balance_units_LED =  7'b1111110;	 
			if(C1)
			begin
				strength = 4'b0000;
				balance = 4'b1011;	 
			end
			else if(C2)
			begin
				strength = 4'b0000;
				balance = 4'b1100;	 
			end 
			else if(C3)
			begin
				strength = 4'b0000;
				balance = 4'b1101;	 
			end
			else if(C4)
			begin
				strength = 4'b1001;	 
				balance = 4'b0001;	 
			end
			else if(C5)
			begin
				strength = 4'b0000;	
				balance = 4'b1010;	 
			end
			else
			begin
				strength = 4'b0000;
				balance = 4'b0000;
			end
		end	
		S11:begin
				strength_LED =       7'b1111011;	 
				balance_tens_LED  =  7'b0110000;	 
				balance_units_LED =  7'b0110000;	 
			if(C1)
			begin
				strength = 4'b0000;
				balance = 4'b1100;	 
			end
			else if(C2)
			begin
				strength = 4'b0000;
				balance = 4'b1101;	 
			end 
			else if(C3)
			begin
				strength = 4'b0000;
				balance = 4'b1110;	 
			end
			else if(C4)
			begin
				strength = 4'b1001;	 
				balance = 4'b0010;	 
			end
			else if(C5)
			begin
				strength = 4'b0000;	
				balance = 4'b1011;	 
			end
			else
			begin
				strength = 4'b0000;
				balance = 4'b0000;
			end
		end
		default:begin
				strength = 4'b0000;
				balance = 4'b0000;
				strength_LED =  7'b1111110;		 
				balance_tens_LED  =  7'b1111110;	 
				balance_units_LED =  7'b1111110;	 
		end
	endcase
end
assign max_count = inter_counter;
endmodule
### flow/run.sh
#!/bin/bash
# OpenROAD 26Q1-2900-gdf79404cd8, Yosys 0.63+post, stock flow scripts
make -C /OpenROAD-flow-scripts/flow DESIGN_CONFIG=/design/flow/config.mk WORK_HOME=/design/flow/orfs finish
### flow/constraint.sdc
current_design claw_machine

set clk_period 7.7
set clk_io_pct 0.2

create_clock -name clk0 -period $clk_period [get_ports {clk}]

set non_clock_inputs [all_inputs -no_clocks]
set_input_delay [expr $clk_period * $clk_io_pct] -clock clk0 $non_clock_inputs
set_output_delay [expr $clk_period * $clk_io_pct] -clock clk0 [all_outputs]
==> commit_impl_results.txt <==
Add synthesis and place-and-route results

- The run finished with clean final reports.
- Counting every instance in the synthesized netlist gives 276.
* Yosys stat chip area: 2580 sq um
* Synthesized cell area: 2580 sq um
* Hold path cells: 1
- Distinct cells, synth: 50
- Worst Path Arrival: 3.82 ns
- Largest area contributor in the synthesized netlist: dfrtp_1
* Cell at the root of the clock tree: clkbuf_8
- Number of cells upsized or downsized after cts: 0
- Row cnt: 28
- In this run the power density over the cells is 246 nW/um^2.
* Die span in y: 82.3 um
- Per-instance average area after synthesis: 9.33 sq um
- Max-slew headroom: 0.470
- RePlAce ended its routability-driven mode at a weighted congestion of 0.798.
- Origin of the worst min-delay path: inter_counter[31]
- Max capacitance violation total: 0
- Registers, synthesis: 44
* Top cell area share: 0.418
* Antenna violation net count after detailed routing: 0
- STA classifies the critical path endpoint as an output pin.
- Slew at the pin closest to its max-slew limit: 0.790 ns
- Async set-reset flop share out of synthesis: 1.00
- At the later pin of the worst-skew pair, clock insertion delay measures 0.29 ns.
- The horizontal die dimension reported for this design is 82.3 um.
- CP Class: input port to output pin
- Number of DRC markers after the initial detailed-route iteration: 174
- The startpoint identified for the worst register-to-register timing path is inter_counter[2].
- Residual overflow from global routing: 0
* Detailed Route WL: 5970 um
- Setup repair after global routing left no endpoint under its margin.
* Total number of vias: 2197
* Number of sinks handled by clock tree synthesis: 44
* Placed wire-length estimate: 4200 um
* Die Outline Area: 6770 sq um
* First-pass GRT wire length: 9810 um
- Number of hold-slack violations in the final timing report: 0
- Detailed-route DRC error count: 0
* Peak VDD IR: 0.000188 V
- Per the OpenROAD power report, leakage power amounts to 0.00148 uW.
- The initial utilization of the core area, before any placement, comes to 0.425.
- Post-layout minimum cycle time: 5.36 ns
- Measured in cells, the most critical reg-to-reg path has a length of 5.
- After detailed routing, the average wire length per cell comes to 14.8 um.
* Largest net degree at the start of global routing: 45
- Looking at the cell usage after synthesis, the top flip-flop cell is dfrtp_1.
* Total power of the final layout: 821 uW
- Number of buffers on the longest clock path: 2
- CTS H-Tree Depth: 2
- In the Yosys report the total cell count is 276.
- For reference, the final report shows the max-slew violation count at 0.
- For the final database, setup skew stands at 0.00599 ns.
- Endpoint with the worst hold slack: inter_counter[31]
- The core region is 6060 sq um.
- The share of the Yosys chip area taken by registers is 0.428.
- Number of OpenROAD warnings: 30
- Initial DRT Pass Iterations: 4
- Of the cells placed in the final design, the portion with a size suffix greater than 1 is 0.0579.
- After clock tree synthesis, the flow added hold-fix buffers numbering 0.
* Largest fanout of any net on the critical path: 16
* Count of port buffers added during placement: 64
* R2R Path End: inter_counter[21]
- For this run, the detailed router reports a per-instance via density of 5.45.
- Layout overhead on the synthesized area: 29.7%
- Critical path startpoint category: input port
* Max Fclk: 187 MHz
- The setup check on the worst reg-to-reg path leaves a slack of 5.79 ns.
- The final timing summary puts the cycle share of the worst path at 0.696.
* Number of synthesized flops with an enable pin: 0
- TritonCTS built the clock tree.
- Antenna cell count: 0
* Setup TNS after final layout: 0 ns
* Path class of the lowest-slack min-delay path: flip-flop to flip-flop
- TritonCTS buffer count: 5
- Top area cells in the synthesized netlist: dfrtp_1 (42%), xnor2_1 (7.1%), xor2_1 (3.7%), nand2_1 (3.5%), ha_1 (3.4%)
- For this design the top-level I/O count stands at 68.
- Yosys warnings: 1
- Summed over all routing layers, the global router reports a total usage of 0.191.
- Endpoints failing setup: 0
* Required time reported for the critical path endpoint: 6.16 ns
* Post-CTS Setup Repair Bufs: 0
- The number of antenna violations at the first check in global routing was 0.
- CTS clock-pin slew for the worst setup and hold paths: 0.08 ns
- The via count of the first global-routing pass came to 2003.
==> how the worst max path moves through the flow <==
| stage | start | end | slack, ns | depth (start not counted) |
|---|---|---|---|---|
| CTS | one | strength[0] | 2.35 | 7 |
| global route | two | strength[0] | 2.12 | 7 |
| finish | two | strength[0] | 2.34 | 7 |
==> critical path, cell delays in order <==
cell and delay [ns]:
clkdlybuf4s50_1 0.69, inv_1 0.16, ha_1 0.40, nor4_1 0.38, nor3_1 0.08, nor2_1 0.09, clkdlybuf4s50_1 0.47
==> cells by family (layout without fill, tap and decap cells) <==
logic type,count (synthesis),after routing,share of synthesized area
fa+ha+maj,7,7,0.0340
buf+inv,37,88,0.0680
compound gates,42,42,0.132
mux,1,1,0.00437
flops,44,44,0.428
xor+xnor,32,32,0.109
simple gates,111,111,0.222
other cells,2,3,0.00292
==> placed cells by master, fill, tap and decap left out, types with 2 or more instances in the layout <==
cell type        count
nand2_1             24
o21ai_0              7
nor3_1              13
a22o_1               8
and4_1               2
dfrtp_1             43
ha_1                 7
a21o_2               2
nor3b_1              3
buf_4                4
o31ai_1              3
nand3_1             11
or4_1                2
nor4_1               4
clkbuf_8             5
bufinv_16            2
o211ai_1             2
conb_1               3
or3_1                6
xor2_1              11
a222oi_1             7
xnor2_1             21
clkdlybuf4s50_1     63
inv_1               13
and3_1               6
nor2b_1              2
nor2_1              22
nand4_1             10
==> through the flow <==
stage | instance area (sq um) | hold slack, ns | instances | utilization | worst slack [ns]
after global placement | 3210 | 0.461 | 396 | 0.530 | 2.40
after global routing | 3340 | 0.505 | 403 | 0.551 | 2.12
final | 3340 | 0.471 | 403 | 0.551 | 2.34
after CTS | 3340 | 0.478 | 403 | 0.551 | 2.35
after detailed placement | 3210 | 0.462 | 396 | 0.530 | 2.35
after floorplan | 2580 | 0.424 | 277 | - | 3.43
==> layout make-up <==
type | count | area, sq um
inverter | 13 | 48.8
clock buffer | 5 | 68.8
fill | 553 | 2720
multi-input combinational | 196 | 1300
tap | 75 | 93.8
sequential | 44 | 1100
timing repair buffer | 68 | 666
clock inverter | 2 | 60.1
==> cells in the mapped netlist (all sizes together), types with 2 or more instances <==
| library cell | number |
|---|---|
| a21o | 3 |
| a222oi | 7 |
| a22o | 8 |
| and3 | 6 |
| and4 | 2 |
| buf | 11 |
| clkbuf | 13 |
| conb | 2 |
| dfrtp | 43 |
| ha | 7 |
| inv | 13 |
| nand2 | 24 |
| nand3 | 11 |
| nand4 | 10 |
| nor2 | 22 |
| nor2b | 2 |
| nor3 | 14 |
| nor3b | 3 |
| nor4 | 4 |
| o211ai | 2 |
| o21ai | 7 |
| o31ai | 3 |
| or3 | 6 |
| or4 | 3 |
| xnor2 | 21 |
| xor2 | 11 |
==> where the power goes <==
group	switching [uW]	internal (uW)	total, uW
Sequential	50.4	261	312
Combinational	111	195	307
Clock	75.0	128	203
Total	237	584	821
==> metal layers <==
metal / track usage / vias up / routed length [um]
li1: - / 1077 / -
met1: 0.313 / 1064 / 2930
met2: 0.288 / 52 / 2750
met3: 0.0256 / 4 / 260
met4: 0.0158 / 0 / 39
met5: 0 / - / 0
==> registers in the layout (all words and copies together) (netlist names) <==
signal and flops:
inter_counter 32, cstate 12
Power is estimated from default activity; no workload was simulated.
